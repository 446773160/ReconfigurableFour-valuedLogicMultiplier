$ cat /design/flow/config.mk
export PLATFORM = sky130hd
export DESIGN_NAME = M_trans
export DESIGN_NICKNAME = M_trans
export VERILOG_FILES = /design/flow/design.v
export SDC_FILE = /design/flow/constraint.sdc
export NUM_CORES = 4
export LEC_CHECK = 1
export CORE_UTILIZATION = 40
$ cat /design/flow/constraint.sdc
current_design M_trans

set clk_period 1.0
set clk_io_pct 0.2

create_clock -name clk0 -period $clk_period [get_ports {clk}]

set non_clock_inputs [all_inputs -no_clocks]
set_input_delay [expr $clk_period * $clk_io_pct] -clock clk0 $non_clock_inputs
set_output_delay [expr $clk_period * $clk_io_pct] -clock clk0 [all_outputs]
$ cat /design/flow/design.v
module M_trans_module (
    input        clk,
    input        rst_n,
    input  [1:0] a_i,
    input  [1:0] b_i,
    output reg [1:0] m_i
);
always @(posedge clk or negedge rst_n) begin
    if (~rst_n) begin
        m_i <= 2'b0;
    end
    else begin
        if (a_i == 2'b00 && b_i == 2'b00)
            m_i <= 2'b10;
        else if (a_i == 2'b00 && b_i == 2'b10)
            m_i <= 2'b00;
        else if (a_i == 2'b10 && b_i == 2'b00)
            m_i <= 2'b00;
        else if (a_i == 2'b10 && b_i == 2'b10)
            m_i <= 2'b10;
        else
            m_i <= 2'b01;
    end
end
endmodule
module M_trans #(
    parameter p = 33
) (
    input            clk,
    input            rst_n,
    input  [2*p-1:0] a_i,
    input  [    1:0] b_i,
    output [2*p-1:0] m_i
);
genvar i;
generate
    for (i = 0; i < p; i = i + 1) begin : M_module
        M_trans_module u_M_trans_module(clk, rst_n, a_i[2*i+1:2*i], b_i, m_i[2*i+1:2*i]); 
    end
endgenerate
endmodule
$ cat /design/flow/run.sh
#!/bin/bash
# OpenROAD 26Q1-2900-gdf79404cd8, Yosys 0.63+post, stock flow scripts
make -C /OpenROAD-flow-scripts/flow DESIGN_CONFIG=/design/flow/config.mk WORK_HOME=/design/flow/orfs finish
==> reports/qor.csv <==
metric,value,unit
maximum clock rate,0.9803,GHz
ANT cells,0,
Placed Cells,381,
Detailed Place HPWL,3691,um
status,finished with violations,
family with the most delay on the worst path,flip-flops,
Worst Hold Class,input port to asynchronous set/reset pin,
failing checks,"negative hold slack, negative setup slack",
Crit Path Class,flip-flop to output port,
root buffer cell,clkbuf_8,
logic area,837.1,um^2
TritonCTS clock tree,yes,
crit path buf inv count,1,
die footprint,0.006743,mm^2
Core ar.,0.006061,mm^2
DRT iter0 DRCs,40,
fin worst setup slack,-0.02007,ns
final setup vio count,10,
Leak Pwr,1.788,nW
measured slew at the worst slew-check pin,0.3372,ns
Via-to-Cell Ratio,4.237,
FF/Latch Area,0.001652,mm^2
cell count after synthesis,172,
initial antenna violation count,0,
CP arrival,0.82,ns
crit end category,output port,
largest registers,M_module.u_M_trans_module.m_i (66),
vias in the first global route,1735,
most frequent cells in the layout,"buf_2 (68), clkdlybuf4s50_1 (67), dfrtp_1 (66)",
DP Area,0.004019,mm^2
Slew Limit Fails,0,
total power,5.709,mW
fin crit share,102.0,%
Port Buffers,135,
crit path cell chain,buf_2,
final worst path period need,1.020,ns
CP max stage delay,0.38,ns
RSZ-0062 raised after global routing,true,
Finished Cell Area,0.003877,mm^2
largest net degree at the start of global routing,67,
PwrDens,1472,mW/mm^2
CTS H-tree lvls,3,
max reg flops,66,
FP Rows,28,
clk buf depth,2,
per-cell routed wire length,13.06,um
most frequent logic cell in the layout,buf_2,
fraction of layout cells with a size suffix above 1,48.60,%
Routed Antenna Nets,0,
hold_ws,-0.1322,ns
die height,82.12,um
final wirelength,5171,um
IO Pins,136,
Yosys chip area,0.002567,mm^2
first-pass GRT wire length,8162,um
routed vias,1678,
OpenROAD warning count,30,
# clock sinks,66,
"Slowest-stage cell, CP",dfrtp_1,
"Seq/Total Area, Yosys",64.33,%
Cell Type Count,10,
mapped cell area,0.002567,mm^2
Mapped Avg Cell Area,14.93,um^2
chip width,82.12,um
Total GRT Usage,17.09,%
Final Hold Vio Count,66,
Yosys warning count,1,
clock buffer count from CTS,9,
Post-CTS Setup Inserts,0,
Largest Register,M_module.u_M_trans_module.m_i,
max-cap viol count,0,
fillers,491,
GP Congestion,0.7658,
drt first pass iters,2,
ys cells,172,
Layout Cells excl Fill,396,
fp_density,42.36,%
Worst slew margin,77.52,%
"Clk pin slew, worst setup/hold paths",0.07,ns
Required @ worst endpoint,0.80,ns
"flops & latches, synth",66,
Max Fanout on Critical Path,1,
Area Growth Syn to Fin,51.02,%
Overflow after GRT,0,
DRC viols,0,
startpoint types,flip-flop,
Worst VDD drop,0.0008461,V
Yosys cell counts:
cell / count / area [um^2]
xor2_2: 10 / 162.7
dfrtp_1: 66 / 1652
or2_1: 3 / 18.77
xor2_1: 23 / 201.4
buf_8: 1 / 15.01
buf_4: 1 / 7.510
nor2_2: 27 / 168.9
nor2_1: 6 / 22.52
or2_4: 30 / 262.8
buf_6: 5 / 56.30
kinds of logic after synthesis:
| logic type | count (synthesis) | synth area share, % |
|---|---|---|
| flip-flops | 66 | 64.33 |
| AND/OR/NAND/NOR | 66 | 18.42 |
| XOR/XNOR | 33 | 14.18 |
| buffers and inverters | 7 | 3.070 |
how the worst max path moves through the flow:
stage                                                 from      end  cells past startpoint
after global routing   M_module[7].u_M_trans_module.m_i[0]  m_i[14]                      1
final                 M_module[29].u_M_trans_module.m_i[1]  m_i[59]                      1
after CTS             M_module[29].u_M_trans_module.m_i[1]  m_i[59]                      1
timing repair:
item	4_1_cts	5_1_grt
endpoints found under the hold margin	66	66
resized	199	0
setup endpoints to repair	66	66
power breakdown:
group	total, mW	switching, mW	internal, mW	leakage (nW)
Combinational	0.824	0.301	0.523	0.904
Clock	2.05	0.905	1.15	0.101
Sequential	2.83	0.0284	2.80	0.783
Total	5.71	1.23	4.47	1.79
metal layers:
metal	part of all wire (%)	GRT usage [%]
met1	40	24.00
met2	44	25.37
met3	14	7.692
met4	2.1	4.035
met5	0	0
final cells by class:
class	count	area share, %
Timing Repair Buffer	141	28.53
Multi-Input combinational cell	99	21.59
Sequential cell	66	42.59
Clock buffer	13	4.614
Clock inverter	2	0.2581
Tap cell	75	2.420
per-stage QoR:
step	TNS, ns	hold WS, ns	utilization, %	worst slack (ns)
finish	-0.04935	-0.1322	63.98	-0.02007
CTS	-0.6330	-0.1199	63.98	-0.02898
floorplan	0	-0.09559	-	0.1753
global placement	-15.87	0.2405	66.31	-0.2698
detailed placement	-16.17	0.2401	66.31	-0.2792
global route	-2.766	-0.1186	63.98	-0.06348
Power and IR drop assume default switching activity.
