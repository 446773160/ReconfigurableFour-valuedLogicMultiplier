--- /design/flow/constraint.sdc ---
current_design booth_radix4

set clk_period 4.6
set clk_io_pct 0.2

create_clock -name clk0 -period $clk_period [get_ports {clk}]

set non_clock_inputs [all_inputs -no_clocks]
set_input_delay [expr $clk_period * $clk_io_pct] -clock clk0 $non_clock_inputs
set_output_delay [expr $clk_period * $clk_io_pct] -clock clk0 [all_outputs]
--- /design/flow/config.mk ---
export PLATFORM = sky130hd
export DESIGN_NAME = booth_radix4
export DESIGN_NICKNAME = booth_radix4
export VERILOG_FILES = /design/flow/design.v
export SDC_FILE = /design/flow/constraint.sdc
export NUM_CORES = 4
export LEC_CHECK = 1
export CORE_UTILIZATION = 50
--- /design/flow/design.v ---
`timescale 1ns/1ps
module booth_radix4 #(
  parameter WIDTH_M = 8,
  parameter WIDTH_R = 8
  )(
  input                             clk,
  input                             rstn,
  input                             vld_in,
  input  [WIDTH_M-1:0]              multiplicand,
  input  [WIDTH_R-1:0]              multiplier,
  output [WIDTH_M+WIDTH_R-1:0]      mul_out,
  output reg done
);
parameter   IDLE   = 2'b00,
            ADD    = 2'b01,
            SHIFT  = 2'b11,
            OUTPUT = 2'b10;
reg  [1:0]  current_state, next_state;  	
reg [WIDTH_M+WIDTH_R+2:0] add1;
reg [WIDTH_M+WIDTH_R+2:0] sub1;
reg [WIDTH_M+WIDTH_R+2:0] add_x2;
reg [WIDTH_M+WIDTH_R+2:0] sub_x2;
reg [WIDTH_M+WIDTH_R+2:0] p_dct;
reg [WIDTH_R-1:0] count;
always @(posedge clk or negedge rstn) 
  if(!rstn) current_state = IDLE;
  else if (!vld_in) current_state = IDLE;
  else current_state <= next_state;
always @* begin
  next_state = 2'bx;
  case (current_state)
    IDLE : if (vld_in) next_state = ADD;
    else               next_state = IDLE;
    ADD  : next_state = SHIFT  ; 
    SHIFT : if (count==WIDTH_R/2) next_state = OUTPUT;
            else                  next_state = ADD;
    OUTPUT : next_state = IDLE;
	default: next_state = IDLE;
  endcase
end  
always @(posedge clk or negedge rstn) begin
  if(!rstn) begin
    {add1,sub1,add_x2,sub_x2,p_dct,count,done} <= 0;
  end else begin
    case(current_state) 
      IDLE: begin
        add1     <= {{2{multiplicand[WIDTH_R-1]}},multiplicand,{WIDTH_R+1{1'b0}}};
        sub1     <= {-{{2{multiplicand[WIDTH_R-1]}},multiplicand},{WIDTH_R+1{1'b0}}};
        add_x2   <= {{multiplicand[WIDTH_M-1],multiplicand,1'b0},{WIDTH_R+1{1'b0}}};
        sub_x2   <= {-{multiplicand[WIDTH_M-1],multiplicand,1'b0},{WIDTH_R+1{1'b0}}};
        p_dct    <= {{WIDTH_M+1{1'b0}},multiplier,1'b0}  ;
        count    <= 0;
        done     <= 0;
      end
      ADD:begin
        case(p_dct[2:0])
          3'b000,3'b111: p_dct <= p_dct;
          3'b001,3'b010: p_dct <= p_dct+add1;
          3'b101,3'b110: p_dct <= p_dct+sub1;
          3'b100:        p_dct <= p_dct+sub_x2;	   
          3'b011:        p_dct <= p_dct+add_x2;
          default:       p_dct <= p_dct;
        endcase
        count <= count+1;
      end
      SHIFT:
        p_dct <= {p_dct[WIDTH_M+WIDTH_R+2],p_dct[WIDTH_M+WIDTH_R+2],p_dct[WIDTH_M+WIDTH_R+2:2]};
      OUTPUT:begin
        done  <= 1;	 
      end		  
    endcase
  end   
end
assign mul_out = {p_dct[WIDTH_M+WIDTH_R], p_dct[WIDTH_M+WIDTH_R:2]};
endmodule
--- /design/flow/run.sh ---
#!/bin/bash
# OpenROAD 26Q1-2900-gdf79404cd8, Yosys 0.63+post, stock flow scripts
make -C /OpenROAD-flow-scripts/flow DESIGN_CONFIG=/design/flow/config.mk WORK_HOME=/design/flow/orfs finish
==> results.py <==
# Generated from Yosys and OpenROAD reports
metrics = {
    "run_status": {
        "outcome": "finished, final reports clean",
    },
    "drt": {
        "wl_per_cell_microns": 15.5,
        "routed_wl_microns": 7500,
        "drc": 0,
        "ant_nets": 0,
        "drtIter0Drc": 158,
        "routed_via_density": 5.76,
        "drt-pass1-iter-count": 4,
        "diodes": 0,
        "vias": 2795,
    },
    "logic_synthesis": {
        "synthMuxAreaShare_pct": 8.11,
        "ys_sh_adder_pct": 8.61,
        "synth_async_sr_flop_share_pct": 100,
        "synth_top_area_share_pct": 34.2,
        "netlist_area_sq_um": 3520,
        "syn_inst": 378,
        "xor_share_pct": 6.23,
        "top_cell": "dfrtp_1",
        "synth_simple_gate_area_share_pct": 14.0,
        "yosysChipArea_sq_um": 3520,
        "synth_area_leader_cell": "dfrtp_1",
        "synth_flops": 49,
        "topCellsByArea": "dfrtp_1, ha_1, mux2_2",
        "ys_cells": 378,
        "ff_type": "dfrtp_1",
        "synthTopCellsByCount": "dfrtp_1, nand2_1, o21ai_0",
        "synth-edff-count": 0,
        "top_logic_kind": "AND-OR/OR-AND gates",
        "synth.avg_cell_area_sq_um": 9.30,
        "postSynthSeqShare_pct": 34.9,
        "synth_compound_gate_area_share_pct": 21.0,
        "ys_warn_count": 1,
        "ys_types": 50,
    },
    "final_timing": {
        "rsz0062_at_grt": "no",
        "whs_ns": 0.456,
        "finalSetupTns_ns": 0,
        "finalCritPeriodShare_pct": 67.0,
        "clock_skew_ns": 0.0110,
        "slew_headroom_pct": 53.9,
        "hold_viol": 0,
        "slew_viol_final": 0,
        "fmax_mhz": 324,
        "setup_viol": 0,
        "worst_pin_slew_ns": 0.691,
        "finalCriticalPeriod_ns": 3.08,
    },
    "pwr": {
        "seqPwrFrac_pct": 36.0,
        "p_comb_share_pct": 45.4,
        "p_per_area_nw_per_um2": 453,
        "peakVddDrop_v": 0.000183,
        "p_leak_nw": 1.63,
        "p_sw_share_pct": 37.8,
        "clkPwrFrac_pct": 18.6,
        "switchingPower_mw": 0.671,
        "power.internal_mw": 1.10,
    },
    "global_route": {
        "antenna_found_initial": 0,
        "grt_pass1_wl_microns": 12500,
        "grt_max_degree": 50,
        "grt_overflow": 0,
        "grt_pass1_vias": 2510,
        "grt_use_total_pct": 22.3,
    },
    "placed_design": {
        "dp_hpwl_microns": 5490,
        "finalWeightedCongestion": 0.890,
        "portBuffers": 35,
    },
    "flow_run": {
        "warnings": 27,
        "maxCapViolCount": 0,
    },
    "worst_setup_path": {
        "start_kind": "register",
        "r2r_setup_slack_ns": 1.52,
        "cp.required_ns": 4.79,
        "cp.arrival_ns": 3.27,
        "worstPathMaxFanout": 20,
        "crit_type": "register to register",
        "end_kind": "register",
    },
    "clock_network": {
        "htreeDepth": 2,
        "cts.sinks": 49,
        "cts_root_buf": "clkbuf_8",
        "clkTransAtPathRegs_ns": 0.10,
        "cts_made_buffers": 5,
        "holdBufCountCts": 0,
        "clk_latency_ns": 0.31,
        "tritoncts": "built",
        "cts_buffer_depth": 2,
        "postCtsSetupBuffers": 0,
        "post_cts_resized": 0,
    },
    "cells_and_area": {
        "nFillCells": 587,
        "comb_area_sq_um": 2040,
        "flop_area_sq_um": 1230,
        "drive_gt1_share_pct": 10.0,
        "syn_to_final_growth_pct": 11.3,
    },
    "worst_hold_path": {
        "hp-class": "register to register",
    },
    "die": {
        "ios": 36,
        "fp_util_pct": 51.7,
        "core_area_sq_um": 6790,
        "die_y_microns": 85.9,
        "fp-row-count": 30,
        "dieArea_sq_um": 7370,
        "die_w_microns": 85.9,
    },
}
-- power by group through the flow --
stage	clock [mW]	sequential, mW	combinational [mW]
CTS	0.335	0.638	0.808
global route	0.355	0.653	0.914
finish	0.330	0.638	0.806
-- logic make-up after synthesis --
| group | count (synthesis) |
|---|---|
| DFF | 49 |
| adders and majority gates | 23 |
| AOI/OAI and AO/OA | 114 |
| xor gates and xnor gates | 25 |
| buffers and inverters | 46 |
| muxes | 26 |
| and+or+nand+nor | 95 |
-- per-stage QoR --
stage          instance area (sq um)  instances  utilization [%]  setup slack, ns  power [mW]
2_1_floorplan                   3520        378                -             2.02        1.26
3_3_place_gp                    3790        477             55.9             1.58        1.44
3_5_place_dp                    3790        477             55.9             1.52        1.45
4_1_cts                         3910        485             57.6             1.49        1.78
5_1_grt                         3910        485             57.6             1.18        1.92
6_report                        3910        485             57.6             1.52        1.77
-- cell usage in the layout, fill, tap and decap left out, types with 3 or more instances in the layout --
cell type        count
xor2_1               8
a21oi_1             21
clkdlybuf4s50_1     34
dfrtp_1             48
nor4b_1              3
ha_1                21
mux2i_1              6
o211ai_1             3
nand2_1             28
a221oi_1             3
a22oi_1             20
o221ai_1             3
o21ai_0             28
mux2_2              20
xnor2_1             17
o31ai_1              5
nor3_1               4
nand2b_1             9
a31oi_1              3
a21o_1               5
buf_4                3
nor2_1              21
o22ai_1             14
inv_1               11
nor2b_1              4
clkbuf_8             5
nand3_1             12
-- metal layers --
metal,routed length [microns],vias up,track usage [%],share of wire (%)
li1,-,1383,-,-
met1,3860,1328,39.0,51
met2,3170,75,31.1,42
met3,376,9,2.93,5.0
met4,101,0,3.48,1.3
met5,0,-,0,0
-- layout make-up --
type | count | area share (%)
Inverter | 11 | 1.05
Sequential cell | 49 | 31.4
Clock buffer | 5 | 1.76
Tap cell | 96 | 3.07
Timing Repair Buffer | 38 | 9.40
Multi-Input combinational cell | 283 | 52.1
Clock inverter | 3 | 1.28
-- registers in the layout, summed over array words and instances (netlist names) --
name and cells:
p_dct 19, sub1 10, count 8, add_x2 7
current_state 4, done 1
-- worst max-delay path, stage by stage (launching register included) --
cell	delay, ns
dfrtp_1	0.65
nand2b_1	0.42
o21a_1	0.26
ha_1	0.20
fa_1	0.40
a21o_1	0.18
a21oi_1	0.26
o21ai_0	0.11
a21oi_1	0.19
xor2_1	0.16
o221ai_1	0.12
-- path summary, 6_finish.rpt --
path | startpoint | endpoint | cells after the start
worst min-delay path | current_state[1] | done | 1
worst max-delay path | p_dct[1] | p_dct[15] | 10
worst max register to register | p_dct[1] | p_dct[15] | 10
worst min register to register | current_state[1] | done | 1
min in group asynchronous | rstn | p_dct[12] | 2
max in group asynchronous | rstn | add_x2[16] | 2
Power is estimated from default activity; no workload was simulated.
